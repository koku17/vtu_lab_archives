==> config.mk <==
export PLATFORM = sky130hd
export DESIGN_NAME = bcd
export DESIGN_NICKNAME = bcd
export VERILOG_FILES = /design/flow/design.v
export SDC_FILE = /design/flow/constraint.sdc
export NUM_CORES = 4
export LEC_CHECK = 1
export CORE_AREA = 10 10 70 70
export DIE_AREA = 0 0 80 80
==> constraint.sdc <==
current_design bcd

set clk_period 4.9
set clk_io_pct 0.2

create_clock -name clk0 -period $clk_period

set non_clock_inputs [all_inputs -no_clocks]
set_input_delay [expr $clk_period * $clk_io_pct] -clock clk0 $non_clock_inputs
set_output_delay [expr $clk_period * $clk_io_pct] -clock clk0 [all_outputs]
==> design.v <==
module bcd(
	input [3:0] a,
	input [3:0] b,
	input carry_in,
	output reg [3:0] sum,
	output reg carry
);
	reg [4:0] sum_temp;
	always@(a,b,carry_in) begin
		sum_temp=a+b+carry_in;
		if(sum_temp>9) begin
			sum=sum_temp+6;
			carry=1;
		end
		else begin
			carry=0;
			sum=sum_temp[3:0];
		end
	end
endmodule
==> run.sh <==
#!/bin/bash
# OpenROAD 26Q1-2900-gdf79404cd8, Yosys 0.63+post, stock flow scripts
make -C /OpenROAD-flow-scripts/flow DESIGN_CONFIG=/design/flow/config.mk WORK_HOME=/design/flow/orfs finish
==> results.json <==
{
  "cp_max_fo": 3,
  "hold_viol_final": 0,
  "synth.top_cells.by_count": "4 x ha_1, 3 x a21oi_1, 2 x fa_1, 2 x inv_1, 2 x xnor2_1",
  "dp.cells": 83,
  "grt_pass1_vias": 235,
  "drt_iter0_markers": 3,
  "nFillCells": 393,
  "rsz0062_at_grt": "no",
  "gp_congestion": 0.793,
  "largest_area_cell": "ha_1",
  "hp-class": "input pin to primary output",
  "period_used_pct": 96.9,
  "gr-usage-met2_pct": 2.49,
  "detail-route-antenna-nets": 0,
  "final_cells": 85,
  "syn_area_per_cell_sq_um": 9.61,
  "power.share.clock_pct": 0,
  "power_leakage_nw": 0.187,
  "num_vias": 224,
  "status": "finished clean",
  "synth_chip_area_sq_um": 211,
  "flops": 0,
  "worst_slew_pin_slew_ns": 0.414,
  "startpoint": "carry_in",
  "crit_chain": "clkdlybuf4s50_1 -> fa_2 -> fa_2 -> inv_1 -> ha_1 -> a31o_1 -> o31ai_4 -> buf_4 -> clkdlybuf4s50_1",
  "p_seq_share_pct": 0,
  "setup_viol": 0,
  "slowest_stage": "fa_2",
  "syn_area_sq_um": 211,
  "slew_viol_final": 0,
  "wl_per_cell_um": 8.33,
  "dr.pass1.iters": 2,
  "grt.met1_usage_pct": 2.78,
  "internal_power_mw": 0.0486,
  "power_density_nw_per_um2": 167,
  "drt_wl_total_um": 708,
  "dpl_worst_slack_ns": -0.0513,
  "fmax_ghz": 0.211,
  "antenna_found_initial": 0,
  "cp-end-kind": "primary output",
  "seq_area_sq_um": 0,
  "hold_start": "b[3]",
  "hold_buffers": 0,
  "worstPathArrival_ns": 3.77,
  "p_comb_share_pct": 100.0,
  "top_area_share_pct": 23.7,
  "ys_cells": 22,
  "finalWorstPathRequiredPeriod_ns": 4.75,
  "max_stage_delay_ns": 0.52,
  "synth.most_common_cell": "ha_1",
  "grt_pass1_wl_mm": 1.09,
  "fp_util_pct": 6.19,
  "syn_inst": 22,
  "drive_gt1_share_pct": 20.5,
  "whs_ns": 2.92,
  "sw_frac_of_total_pct": 35.5,
  "final-comb-area_sq_um": 218,
  "portBuffers": 14,
  "tool_warnings": 32,
  "yosys-top-cells-area": "ha_1 24%, fa_1 19%, o31ai_4 10%",
  "worstPathRequired_ns": 3.92,
  "vias_per_cell": 2.64,
  "drv_cap": 0,
  "track_usage_pct": 2.06,
  "slew_headroom_pct": 72.4,
  "grt_overflow": 0,
  "die_w_um": 80,
  "met3_usage_pct": 1.82,
  "ir_worst_vdd_mv": 0.0361,
  "core_area_sq_um": 3420,
  "critPathKind": "input pin to primary output",
  "antenna_cells": 0,
  "synth.distinct_cells": 14,
  "ys_seq_share_pct": 0,
  "synthToLayoutAreaGrowth_pct": 113,
  "switching_power_mw": 0.0268,
  "critPathLaunchType": "input pin",
  "yosysWarnings": 1,
  "drc": 0,
  "ios": 14,
  "grt_max_degree": 5,
  "clkbuf_count": 0,
  "dpl.hpwl_um": 635,
  "die_area_sq_um": 6400,
  "tns_ns": 0,
  "top_usage_layer": "met1",
  "die.size.y_um": 80,
  "rows": 21,
  "fin_ws_ns": 0.152
}
final timing paths:
path	to	slack [ns]	cells past startpoint
worst min-delay path	sum[1]	2.92	6
worst max-delay path	carry	0.15	9
power by group through the flow:
stage	logic, mW	registers (mW)	clock network, mW
final	0.0754	0	0
after global routing	0.0854	0	0
after CTS	0.0720	0	0
layout make-up:
class / instances / share of cell area [%]
multi-input combinational: 20 / 48.3
timing repair buffer: 17 / 37.2
inverter: 2 / 1.67
tap: 46 / 12.8
cells in the final DEF, fill, tap and decap left out:
master           count
o31ai_4              1
fa_2                 2
a21o_2               1
inv_1                2
a2111oi_1            1
a31o_1               1
nor2b_1              1
xnor2_1              1
mux2i_1              1
dlymetal6s2s_1       2
xnor2_2              1
buf_4                3
o22ai_1              1
clkdlybuf4s50_1     12
a21oi_1              3
ha_1                 4
and3_1               1
nand3_1              1
logic make-up (layout without fill, tap and decap cells):
logic type | count (synthesis) | count (layout) | share of synthesized area [%]
compound gates | 8 | 8 | 32.5
simple gates | 3 | 3 | 8.29
mux | 1 | 1 | 4.73
xor+xnor | 2 | 2 | 8.29
fa+ha+maj | 6 | 6 | 42.6
buf+inv | 2 | 19 | 3.55
worst max-delay path: cells and delay by family:
family | cells | cell delay (ns)
fa+ha+maj | 3 | 1.13
compound gates | 2 | 0.54
buf+inv | 4 | 1.11
stage by stage:
step | util, % | area (sq um) | power [mW]
3_3_place_gp | 12.2 | 417 | 0.0704
5_1_grt | 13.2 | 450 | 0.0854
4_1_cts | 12.2 | 417 | 0.0720
3_5_place_dp | 12.2 | 417 | 0.0721
2_1_floorplan | - | 211 | 0.0318
6_report | 13.2 | 450 | 0.0754
layer usage:
| layer | share of wire (%) | routed length (um) |
|---|---|---|
| met1 | 48 | 337 |
| met3 | 21 | 150 |
| met2 | 31 | 221 |
| met5 | 0 | 0 |
| met4 | 0 | 0 |
what timing repair did:
action                                  4_1_cts  5_1_grt
endpoints found under the setup margin        1        3
endpoints found under the hold margin         0        0
pin swaps                                     1        3
gates cloned                                  0        0
resized                                       0        6
buffers inserted                              0        2
Power is estimated from default activity; no workload was simulated.
